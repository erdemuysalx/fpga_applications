## flow/config.mk

```make
export PLATFORM = sky130hd
export DESIGN_NAME = FlashingLED
export DESIGN_NICKNAME = FlashingLED
export VERILOG_FILES = /design/flow/design.v
export SDC_FILE = /design/flow/constraint.sdc
export NUM_CORES = 4
export LEC_CHECK = 1
export CORE_AREA = 10 10 94 94
export DIE_AREA = 0 0 104 104
```

## flow/constraint.sdc

```tcl
current_design FlashingLED

set clk_period 3.7
set clk_io_pct 0.2

create_clock -name clk0 -period $clk_period [get_ports {clk}]

set non_clock_inputs [all_inputs -no_clocks]
set_input_delay [expr $clk_period * $clk_io_pct] -clock clk0 $non_clock_inputs
set_output_delay [expr $clk_period * $clk_io_pct] -clock clk0 [all_outputs]
```

## flow/design.v

```verilog
`timescale 1ns / 1ps
module FlashingLED(
    input clk,
    input rst,
    output led_out
    );
	 reg LED_State, LED_State_next;
	 reg [25:0] cnt, cnt_next;
always@ (posedge clk, posedge rst)
	if (rst)
		begin
			LED_State <= 0;
			cnt <= 26'b0;
		end
	else
		begin
			LED_State <= LED_State_next;
			cnt <= cnt_next;
		end
always@ (cnt)
	if (cnt >= 26'd2500000)
		begin
			cnt_next = 0;
			LED_State_next = ~LED_State;
		end
	else
		begin
			cnt_next = cnt + 1;
			LED_State_next = LED_State;
		end
assign led_out = LED_State;
endmodule
```

## flow/run.sh

```bash
#!/bin/bash
# OpenROAD 26Q1-2900-gdf79404cd8, Yosys 0.63+post, stock flow scripts
make -C /OpenROAD-flow-scripts/flow DESIGN_CONFIG=/design/flow/config.mk WORK_HOME=/design/flow/orfs finish
```

==> flow_metrics.py <==
# Metrics from the implementation run
metrics = {
    "run_status": {
        "status": "complete, no violations",
    },
    "final_timing": {
        "min_period_over_period_pct": 54.4,
        "maxSlewViolCount": 0,
        "clock_skew_ns": 0.00251,
        "finalHoldViolCount": 0,
        "period_needed_ns": 2.01,
        "setup_viol": 0,
        "rsz0062_at_grt": "no",
        "timing.slew.headroom_pct": 41.8,
        "worst_slew_pin_slew_ns": 0.873,
        "setup_tns_ns": 0,
        "fmax_mhz": 497,
    },
    "critical_path": {
        "max_stage_delay_ns": 0.56,
        "required_ns": 3.88,
        "cp-start-kind": "flip-flop",
        "crit_family": "simple AND/OR/NAND/NOR gates",
        "worstSetupEndpointType": "flip-flop",
        "crit_fanout": 7,
        "critical_path_class": "flip-flop to flip-flop",
        "setup.worst_path.start": "cnt[0]$_DFF_PP0_",
        "r2r_start": "cnt[0]$_DFF_PP0_",
        "slowest_stage": "or4_1",
        "cp.arrival_ns": 2.19,
        "crit_chain": "ha_1 -> nand3_1 -> or4_1 -> or3_1 -> a211oi_1",
        "path_buffers": 0,
    },
    "synth": {
        "avgSynthCellArea_um2": 9.83,
        "ys_cells": 136,
        "ys_seq_share_pct": 50.5,
        "top_area_cell": "dfrtp_1",
        "syn_area_um2": 1340,
        "yosys_warnings": 1,
        "yosys-stat-area_um2": 1340,
        "synthArstFlopShare_pct": 100,
        "ys_ff": 27,
        "netlist-cell-type-count": 32,
        "top_area_share_pct": 50.5,
        "synthCells": 136,
        "flop_cell": "dfrtp_1",
        "edf_count": 0,
        "top_cells_by_area": "dfrtp_1, xnor2_1, nor3_1, a211oi_1, or3_1",
    },
    "power": {
        "p_int_mw": 0.388,
        "p_comb_share_pct": 4.5,
        "vdd_drop_max_v": 0.000272,
        "power_leakage_nw": 0.536,
        "p_sw_share_pct": 21.4,
        "power_frac_seq_pct": 62.1,
        "p_per_area_nw_per_um2": 323,
        "p_clk_share_pct": 33.4,
        "netSwitchingPower_mw": 0.105,
    },
    "floorplan": {
        "fp-utilization_pct": 19.6,
        "core-area_um2": 6830,
        "fp.dieH_um": 104,
        "num_io_pins": 3,
        "rows": 30,
        "chipWidth_um": 104,
        "chip_area_um2": 10800,
    },
    "cts": {
        "cts_buffer_depth": 2,
        "tritoncts": "yes",
        "path_clk_slew_ns": 0.09,
        "cts_root_buf": "clkbuf_8",
        "numCtsBuffers": 3,
        "clock_latency_ns": 0.27,
        "postCtsSetupBuffers": 0,
        "cts_resized": 0,
        "hold_buffers": 0,
        "cts.sinks": 27,
        "htreeDepth": 1,
    },
    "detailed_routing": {
        "antenna-diode-count": 0,
        "vias": 989,
        "antenna_left": 0,
        "wl_per_cell_um": 10.4,
        "drc": 0,
        "dr.pass1.iters": 4,
        "drtIter0Drc": 78,
        "viasPerCell": 4.17,
        "drt_wl_total_um": 2470,
    },
    "job": {
        "tool_warnings": 27,
        "maxCapViolCount": 0,
    },
    "global_routing": {
        "grt_first_pass_wirelength_um": 4430,
        "antenna_found_initial": 0,
        "first_global_vias": 949,
        "grt_max_degree": 28,
        "grt_remaining_overflow": 0,
        "grt_usage_pct": 4.66,
    },
    "placement": {
        "gp_routability_congestion": 0.860,
        "port_buffers": 2,
        "dp_hpwl_um": 1620,
    },
    "min_path": {
        "hold_start": "cnt[0]$_DFF_PP0_",
        "min-delay-path-class": "flip-flop to flip-flop",
    },
    "cells_and_area": {
        "flop_area_um2": 676,
        "fillers": 752,
        "postLayoutCoreUtil_pct": 22.3,
        "final_common_cell": "dfrtp_1",
        "combGateArea_um2": 619,
        "drive_gt1_share_pct": 6.38,
        "mostFrequentLayoutCells": "dfrtp_1, nor3_1, xnor2_1, inv_1",
        "syn_to_final_growth_pct": 14.1,
    },
}
## per-stage QoR
stage | power [mW] | hold slack (ns) | area (um2) | cells | setup slack (ns)
3_3_place_gp | 0.335 | 0.495 | 1480 | 233 | 1.72
2_1_floorplan | 0.320 | 0.461 | 1350 | 139 | 1.82
3_5_place_dp | 0.335 | 0.503 | 1480 | 233 | 1.69
4_1_cts | 0.504 | 0.520 | 1530 | 237 | 1.66
6_report | 0.493 | 0.514 | 1530 | 237 | 1.69
5_1_grt | 0.520 | 0.554 | 1530 | 237 | 1.46
## registers in the layout, summed over array words and instances, names as in the netlist
signal and cells:
LED_State 1, cnt 26
## power by group through the flow
stage	Sequential, mW	Combinational [mW]	Clock (mW)
after CTS	0.306	0.0234	0.174
final	0.306	0.0220	0.165
after global routing	0.307	0.0259	0.188
## worst paths after layout
check / end / slack, ns / cells past startpoint
setup reg to reg: cnt[16]$_DFF_PP0_ / 1.69 / 5
hold / removal: cnt[0]$_DFF_PP0_ / 0.51 / 1
setup / recovery: cnt[16]$_DFF_PP0_ / 1.69 / 5
hold reg to reg: cnt[0]$_DFF_PP0_ / 0.51 / 1
min in group asynchronous: LED_State$_DFFE_PP0P_ / 0.82 / 3
max in group asynchronous: cnt[9]$_DFF_PP0_ / 2.63 / 3
## synthesized netlist by cell type (all sizes together), types with 2 or more instances
cell type  count
xnor2         11
dfrtp         27
clkbuf         5
nand4          3
or4            4
nor3          19
nand3          8
or3            6
nor2           4
a211oi         6
o21ai          6
nand2          7
a21oi          2
inv            8
xor2           2
nor4           4
ha             2
## layer usage
| layer | share of wire, % | routed length (um) | GRT usage [%] | up-vias |
|---|---|---|---|---|
| met5 | 0 | 0 | 0 | - |
| li1 | - | - | - | 497 |
| met1 | 52 | 1280 | 6.58 | 477 |
| met3 | 3.7 | 92 | 1.44 | 4 |
| met4 | 1.3 | 32 | 0.596 | 0 |
| met2 | 43 | 1060 | 7.03 | 11 |
## kinds of logic (layout without fill, tap and decap cells)
kind of cell | count (synthesis) | in the layout | share of synthesized area [%]
compound gates | 20 | 20 | 10.0
xor+xnor | 13 | 13 | 8.51
fa+ha+maj | 2 | 2 | 1.87
buf+inv | 14 | 16 | 4.02
flops | 27 | 27 | 50.5
other cells | 1 | 4 | 0.280
simple gates | 59 | 59 | 24.8
## final cells by class
class                           instances  area share (%)
Sequential cell                        27            44.3
Timing Repair Buffer                    4            2.30
Clock buffer                            3            2.70
Inverter                                8            1.97
Tap cell                               96            7.87
Multi-Input combinational cell         98            40.6
Clock inverter                          1           0.328
Power and IR drop assume default switching activity.
